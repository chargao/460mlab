File: /design/flow/constraint.sdc
current_design top

set clk_period 6.4
set clk_io_pct 0.2

create_clock -name clk0 -period $clk_period [get_ports {clk}]

set non_clock_inputs [all_inputs -no_clocks]
set_input_delay [expr $clk_period * $clk_io_pct] -clock clk0 $non_clock_inputs
set_output_delay [expr $clk_period * $clk_io_pct] -clock clk0 [all_outputs]
File: /design/flow/run.sh
#!/bin/bash
# OpenROAD 26Q1-2900-gdf79404cd8, Yosys 0.63+post, stock flow scripts
make -C /OpenROAD-flow-scripts/flow DESIGN_CONFIG=/design/flow/config.mk WORK_HOME=/design/flow/orfs finish
File: /design/flow/config.mk
export PLATFORM = sky130hd
export DESIGN_NAME = top
export DESIGN_NICKNAME = top
export VERILOG_FILES = /design/flow/design.v
export SDC_FILE = /design/flow/constraint.sdc
export NUM_CORES = 4
export LEC_CHECK = 1
export CORE_AREA = 10 10 92 92
export DIE_AREA = 0 0 102 102
File: /design/flow/design.v
module Four_Digit_7_seg_Display (BCD_16bit,clk_100Hz,an0,an1,ca,cb,cc,cd,ce,cf,cg);  
  input [7:0] BCD_16bit;
  input clk_100Hz;  
  output an0,an1,ca,cb,cc,cd,ce,cf,cg;
  reg Digit_Select;
  reg [1:0] Anode_Active;
  reg [3:0] BCD_to_Display;
  reg [6:0] Seven;
  assign an0 = Anode_Active[0];
  assign an1 = Anode_Active[1];
  assign ca = Seven[0];
  assign cb = Seven[1];
  assign cc = Seven[2];
  assign cd = Seven[3];
  assign ce = Seven[4];
  assign cf = Seven[5];
  assign cg = Seven[6];
  initial
    begin
      Digit_Select <= 0;
    end
  always @(posedge clk_100Hz)
    begin
      if(Digit_Select == 0) begin
        Digit_Select <= 1; end    
      else begin
        Digit_Select <= 0; end    
      case (Digit_Select)  
          0 : begin
            Anode_Active <= 4'b10;
            BCD_to_Display <= BCD_16bit[3:0];
            end
          1: begin
            Anode_Active <= 4'b01;
            BCD_to_Display <= BCD_16bit[7:4];
            end         
        endcase
    end  
    always @(BCD_to_Display)
      begin  
          case (BCD_to_Display)        
           4'b0000:  Seven = 7'b1000000;  
           4'b0001:  Seven = 7'b1111001;  
           4'b0010:  Seven = 7'b0100100;  
           4'b0011:  Seven = 7'b0110000;  
           4'b0100:  Seven = 7'b0011001;  
           4'b0101:  Seven = 7'b0010010;  
           4'b0110:  Seven = 7'b0000010;  
           4'b0111:  Seven = 7'b1111000;  
           4'b1000:  Seven = 7'b0000000;  
           4'b1001:  Seven = 7'b0011000;  
           4'hA:     Seven = 7'b0001000;  
           4'hB:     Seven = 7'b0000011;  
           4'hC:     Seven = 7'b1000110;  
           4'hD:     Seven = 7'b0100001;  
           4'hE:     Seven = 7'b0000110;  
           4'hF:     Seven = 7'b0001110;  
           default: Seven = 7'bxxxxxxx;
        endcase
      end
endmodule
module Divider(clk100Mhz,amount,slowClk);
 input clk100Mhz;  
 input [27:0] amount;
 output reg slowClk;  
 reg [27:0] counter;
initial
  begin
    counter = 0;
    slowClk = 0;
  end
always @ (posedge clk100Mhz)
  begin  
    if(counter == amount)
      begin  
        counter <= 1;
        slowClk <= ~slowClk;
      end   
    else
      begin  
        counter <= counter + 1;
      end  
    end  
endmodule
module Button_db_sp (k, clk_db, clk_sp, out);
  input k, clk_db,clk_sp;    
  output out;      
  reg db,kd,sp;    
  initial
    begin
      db <= 0;
      kd <= 0;
      sp <= 0;
    end
  always @(posedge clk_db)   
    begin
      db <= k; 
      kd <= db;
    end
    always @(posedge clk_sp)    
      begin
        sp <= kd;
      end
  assign out = (~sp & kd);   
endmodule
module controller(clk, cs, we, address, data_in, data_out, mode, btns_db, swtchs, leds, segs, an);
input clk;
input [7:0] data_in;  
input [1:0] mode;  
input [1:0] btns_db; 
input [7:0] swtchs; 
output cs;  
output reg we;  
output[6:0] address;  
output reg [7:0] data_out;  
output[7:0] leds;  
output[6:0] segs;  
output[3:0] an;  
wire clk_500Hz;  
reg [6:0] SPR,DAR;
reg [7:0] DVR,R0;
reg [3:0] state;
initial begin 
  state <= 4'h0;
  SPR <= 7'h7F;
  DAR <= 7'h00;
end
assign cs = 1'b1;  
assign address = DAR;
always @(posedge clk) begin
  we <= 1'b0;
  if (we == 1'b0) begin DVR <= data_in; end
  case (state)
  4'd00: begin
  end
  4'd01: begin
    data_out <= swtchs;	 
    DAR <= SPR;
    we  <= 1;
    state <= 4'd02;
  end
  4'd02: begin
    SPR <= SPR - 1;
    DAR <= SPR + 1;
    state <= 4'd00;
  end
  4'd03: begin
    SPR <= SPR + 1;	 
    DAR <= SPR + 1;
    state <= 4'd00;
  end
  4'd04: begin
    DAR <= SPR + 1;	 
    state <= 4'd05;
  end
  4'd05: begin
    R0 <= data_in;
  end
  4'd06: begin
  end
  4'd07: begin
  end
  4'd08: begin
  end
  4'd09: begin
  end
  4'd10: begin
  end
  4'd11: begin
  end
  4'd12: begin
  end
  4'd13: begin
  end
  4'd14: begin
  end
  4'd15: begin
  end
  endcase
  case({mode,btns_db})
  4'b0010: begin  
    SPR <= SPR +1;
    DAR <= SPR +1;
  end
  4'b0001: begin  
    we <= 1'b1;
    data_out <= swtchs;
    SPR <= SPR -1;
    DAR <= SPR +1;
  end
  4'b0110: begin  
  end
  4'b0101: begin  
  end
  4'b1010: begin  
    SPR <= 7'h7F;
    DAR <= 7'h00;
    data_out <= 8'h00;
    we <= 1'b1;
  end
  4'b1001: begin  
    DAR <= SPR + 1;
  end
  4'b1110: begin  
  end
  4'b1101: begin  
  end
  default: ;  
  endcase
end
Four_Digit_7_seg_Display two_digit (bin_in,clk_500Hz,an,segs);
Divider div100Hz (clk,28'd100000,clk_500Hz);
endmodule
module memory(clock, cs, we, address, data_in, data_out);
  input clock;
  input cs;
  input we;
  input[6:0] address;
  input[7:0] data_in;
  output[7:0] data_out;
  reg[7:0] data_out;
  reg[7:0] RAM[0:127];
  always @ (negedge clock)
  begin
    if((we == 1) && (cs == 1))
      RAM[address] <= data_in[7:0];
    data_out <= RAM[address];
  end
endmodule
module top(clk, mode, btns, swtchs, leds, segs, an);
  input clk;
  input[1:0] mode;
  input[1:0] btns;
  input[7:0] swtchs;
  output[7:0] leds;
  output[6:0] segs;
  output[3:0] an;
  wire cs;
  wire we;
  wire[1:0] btns_db;
  wire[6:0] addr;
  wire[7:0] data_out_mem;
  wire[7:0] data_out_ctrl;
  wire[7:0] data_bus;
  assign data_bus = (we) ? data_out_ctrl : 8'bzzzzzzzz;
  assign data_bus = (!we) ? data_out_mem : 8'bzzzzzzzz; 
  controller ctrl(clk, cs, we, addr, data_bus, data_out_ctrl, mode,
    btns_db, swtchs, leds, segs, an);
  memory mem(clk, cs, we, addr, data_bus, data_out_mem);
  Divider dbclk (clk,28'd250000,clk_db);
  Button_db_sp left (btns[1], clk_db, clk, btns_db[1]);  
  Button_db_sp right(btns[0], clk_db, clk, btns_db[0]);  
endmodule
==> impl_metrics.yaml <==
# generated from flow reports
status:
  status: "finished, final reports clean"
timing:
  unclocked_pins: 3
  worst_slew_pin_slew_ps: 685
  fin_worst_skew_ps: 8.45
  max_freq_ghz: 0.527
  rsz0062_at_grt: "no"
  drv_slew: 0
  finalCriticalPeriod_ps: 1900
  setup_viol: 0
  maxSlewHeadroom_pct: 54.1
  period_used_pct: 29.6
  hold_viol: 0
  tns_ps: 0
  untimed_endpoints: 5
die:
  io_pins: 32
  die_h_um: 102
  fp_util_pct: 22.5
  die-area_um2: 10400
  placeableCoreArea_um2: 6460
  num_rows: 29
  die_x_um: 102
setup_path:
  path_max_fanout: 5
  crit_arrival_ps: 2110
  startpoint: "ctrl.div100Hz.counter[0]"
  cp-end-kind: "flop"
  crit_slowest_cell: "or3_4"
  path_buffers: 0
  worstPathCellList: "ha_1 -> nand4_2 -> or3_4 -> or4_1 -> a21oi_1"
  cp_slowest_stage_delay_ps: 450
  cp-start-kind: "flop"
  r2r_start: "ctrl.div100Hz.counter[0]"
  cp_top_family: "simple AND/OR/NAND/NOR gates"
  critPathKind: "reg -> reg"
  crit_required_ps: 6620
logic_synthesis:
  ys_sh_adder_pct: 1.73
  yosysWarnings: 20
  ys_sh_xor_pct: 15.1
  ys.flops: 32
  synth_seq_share_pct: 44.9
  synthesis.area_um2: 1450
  synth_cell_types: 26
  synth-simple-area-share_pct: 25.8
  ys_area_um2: 1450
  netlist_instances: 156
  avgSynthCellArea_um2: 9.30
  top_logic_kind: "simple AND/OR/NAND/NOR gates"
  mux_share_pct: 0
  aoi_share_pct: 0.863
  synth_stat.cells: 156
power_and_ir_drop:
  seq_power_share_pct: 52.2
  p_leak_nw: 0.565
  p_int_w: 0.000278
  switching_share_pct: 19.8
  vdd_drop_max_v: 0.000126
  combPwrFrac_pct: 0.1
  p_switching_w: 0.0000689
  power_density_nw_per_um2: 219
  clkPwrFrac_pct: 47.6
clock_network:
  cts_tree: "yes"
  path_clk_slew_ps: 70
  post_cts_buffers: 0
  cts-buffers-inserted: 5
  h-tree-depth: 2
  ctsHoldBuffers: 0
  cts_buffer_depth: 2
  worstSkewPairLatency_ps: 280
  clockRootBuffer: "clkbuf_8"
  post_cts_resized: 0
hold_path:
  hp-class: "reg -> reg"
  hp-start: "ctrl.div100Hz.counter[0]"
cells_and_area:
  drive_above_1_share_pct: 7.36
  finish.utilization_pct: 24.5
  area_growth_pct: 9.32
  fillers: 688
route:
  detail_route.wl_per_cell_um: 10.4
  wl_um: 2500
  n_antenna_cell: 0
  drt_iter0_drc: 72
  ant_nets: 0
  vias: 975
  drt_first_pass_iters: 4
  drc: 0
  vias_per_cell: 4.06
global_routing:
  antenna_found_initial: 0
  first_global_vias: 897
  grt_max_degree: 11
  grt-ovfl-total: 0
  grtUsageTotal_pct: 4.80
  grt_pass1_wl_um: 4150
place:
  dp_hpwl_um: 1790
  gp_congestion: 0.834
  port_buffers: 2
flow_run:
  maxCapViolCount: 0
  tool_warnings: 38
## Yosys cell counts
master / number / area share, %
a21oi_1: 1 / 0.34
and3_1: 2 / 0.86
and4b_1: 1 / 0.69
buf_4: 19 / 9.8
conb_1: 1 / 0.26
dfxtp_1: 31 / 43
edfxtp_1: 1 / 2.1
ha_1: 2 / 1.7
inv_1: 6 / 1.6
nand2_1: 12 / 3.1
nand2b_1: 1 / 0.43
nand3_1: 11 / 3.8
nand4_1: 7 / 3.0
nand4_2: 2 / 1.7
nor2_1: 13 / 3.4
nor2b_1: 1 / 0.43
nor3_1: 8 / 2.8
nor3_2: 1 / 0.69
nor4_1: 6 / 2.6
nor4b_1: 1 / 0.60
o31ai_1: 1 / 0.52
or3_1: 1 / 0.43
or3_4: 1 / 0.78
or4_1: 1 / 0.52
xnor2_1: 19 / 11
xor2_1: 6 / 3.6
## metal layers
metal	vias to the layer above	global-route usage, %	routed length [um]
li1	506	-	-
met1	443	7.13	1360
met2	19	6.81	975
met3	7	1.50	119
met4	0	0.759	39
met5	-	0	0
## final timing paths
check / endpoint / slack [ps] / cells after the start
max: ctrl.div100Hz.counter[16] / 4500 / 5
min: ctrl.div100Hz.counter[0] / 450 / 1
max reg2reg: ctrl.div100Hz.counter[16] / 4500 / 5
min reg2reg: ctrl.div100Hz.counter[0] / 450 / 1
## final cells by class
class	instances	area, um^2	share of cell area [%]
multi-input cells	115	694	43.8
flip-flops and latches	32	651	41.0
clock buffers	7	96.3	6.08
well taps	77	96.3	6.08
inverters	6	22.5	1.42
repair buffers	2	20.0	1.26
clock inverters	1	5.00	0.316
## flip-flops by register name, summed over array words and instances (netlist names)
name                         cells
ctrl.div100Hz.counter           28
ctrl.two_digit.Anode_Active      2
ctrl.div100Hz.slowClk            1
ctrl.two_digit.Digit_Select      1
## worst reg2reg max path, cell delays in order, from the launching register on
cell,delay (ps)
dfxtp_1,400
ha_1,240
nand4_2,180
or3_4,450
or4_1,420
a21oi_1,150
## layout by cell type, fill, tap and decap left out, types with 2 or more instances in the layout
cell type and n:
nor2_1 13, nand3_1 11, xnor2_1 19, nor4_1 6
xor2_1 6, conb_1 17, and3_1 2, ha_1 2
nor3_1 8, dfxtp_1 31, nand4_2 2, inv_1 6
clkbuf_8 7, clkdlybuf4s50_1 2, nand2_1 12, nand4_1 7
## power groups by stage
stage,clock (W),combinational [W],sequential [W]
4_1_cts,0.000170,0.000000935,0.000181
5_1_grt,0.000178,0.00000101,0.000181
6_report,0.000165,0.000000516,0.000181
## cells by family after synthesis
group                      Yosys count
other                                1
DFF                                 32
xor gates and xnor gates            25
and+or+nand+nor                     69
buffers and inverters               25
adders and majority gates            2
AOI/OAI and AO/OA                    2
## through the flow
| step | instances | instance area (um^2) | worst slack, ps | power, W | hold slack [ps] |
|---|---|---|---|---|---|
| 6_report | 240 | 1590 | 4500 | 0.000347 | 452 |
| 5_1_grt | 240 | 1590 | 4360 | 0.000360 | 487 |
| 4_1_cts | 240 | 1590 | 4510 | 0.000352 | 455 |
| 3_5_place_dp | 232 | 1480 | 4520 | 0.000186 | 438 |
| 3_3_place_gp | 232 | 1480 | 4520 | 0.000186 | 436 |
| 2_1_floorplan | 172 | 1510 | 4670 | 0.000193 | 413 |
Power is estimated from default activity; no workload was simulated.
