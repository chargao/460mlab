==> design/flow/run.sh <==
#!/bin/bash
# OpenROAD 26Q1-2900-gdf79404cd8, Yosys 0.63+post, stock flow scripts
make -C /OpenROAD-flow-scripts/flow DESIGN_CONFIG=/design/flow/config.mk WORK_HOME=/design/flow/orfs finish
==> design/flow/config.mk <==
export PLATFORM = sky130hd
export DESIGN_NAME = Controller
export DESIGN_NICKNAME = Controller
export VERILOG_FILES = /design/flow/design.v
export SDC_FILE = /design/flow/constraint.sdc
export NUM_CORES = 4
export LEC_CHECK = 1
export CORE_UTILIZATION = 30
==> design/flow/constraint.sdc <==
current_design Controller

set clk_period 9.6
set clk_io_pct 0.2

create_clock -name clk0 -period $clk_period [get_ports {clk}]

set non_clock_inputs [all_inputs -no_clocks]
set_input_delay [expr $clk_period * $clk_io_pct] -clock clk0 $non_clock_inputs
set_output_delay [expr $clk_period * $clk_io_pct] -clock clk0 [all_outputs]
==> design/flow/design.v <==
 module BCD_4digit_adder(BCD_Xin,BCD_Yin,BCD_out,Cout);
   input [15:0] BCD_Xin,BCD_Yin;
   output [15:0] BCD_out;
   output Cout;
   wire [4:0] s1,s2,s3,s4;
   wire c1,c2,c3;
   assign s1 = BCD_Xin[3:0] + BCD_Yin[3:0];
   assign BCD_out[3:0] = (s1 > 9) ? s1[3:0] + 6 : s1[3:0];
   assign c1 = (s1 > 9) ? 1'b1 : 1'b0;
   assign s2 = BCD_Xin[7:4] + BCD_Yin[7:4] + c1;
   assign BCD_out[7:4] = (s2 > 9) ? s2[3:0] + 6 : s2[3:0];
   assign c2 = (s2 > 9) ? 1'b1 : 1'b0;
   assign s3 = BCD_Xin[11:8] + BCD_Yin[11:8] + c2;
   assign BCD_out[11:8] = (s3 > 9) ? s3[3:0] + 6 : s3[3:0];
   assign c3 = (s3 > 9) ? 1'b1 : 1'b0;
   assign s4 = BCD_Xin[15:12] + BCD_Yin[15:12] + c3;
   assign BCD_out[15:12] = (s4 > 9) ? s4[3:0] + 6 : s4[3:0];
   assign Cout = (s4 > 9) ? 1'b1 : 1'b0;
 endmodule
module Controller (clk,btnU,btnL,btnR,btnD,Sw0,Sw1,BCD_out);
  input clk,btnU,btnD,btnL,btnR,Sw0,Sw1;  
  output reg [15:0] BCD_out;   
  reg [27:0] counter;
  wire [15:0] BCD_in;
  wire [15:0] BCD_out30,BCD_out120,BCD_out180,BCD_out300;
  wire Cout30,Cout120,Cout180,Cout300;
  initial
begin
    BCD_out <= 16'h0000;
end
always @(posedge clk)
begin
    if(counter == 28'd100000000) begin counter <= 1; end
    else begin counter <= counter + 1; end  
    if(btnU) begin
        if (Cout30) begin BCD_out <= 16'h9999; end
        else begin BCD_out <= BCD_out30; end      
    end
    else if(btnL) begin
        if(Cout120) BCD_out <= 16'h9999;
        else BCD_out <= BCD_out120;
    end
    else if(btnR) begin
        if(Cout180) BCD_out <= 16'h9999;
        else BCD_out <= BCD_out180;
    end
    else if(btnD) begin
        if(Cout300) BCD_out <= 16'h9999;
        else BCD_out <= BCD_out300;
    end
    else if(Sw0) BCD_out <= 16'h0015;
    else if(Sw1) BCD_out <= 16'h0185;
    else if(BCD_in != 16'h9999) begin
        if (counter == 1) begin BCD_out <= BCD_in; end
    end
end 
Decrementer Dec1 (BCD_out, BCD_in);
BCD_4digit_adder BCD1(BCD_out,16'h0030,BCD_out30,Cout30);
BCD_4digit_adder BCD2(BCD_out,16'h0120,BCD_out120,Cout120);
BCD_4digit_adder BCD3(BCD_out,16'h0180,BCD_out180,Cout180);
BCD_4digit_adder BCD4(BCD_out,16'h0300,BCD_out300,Cout300);
endmodule
module Decrementer(BCD_in, BCD_to_adder);
   input [15:0] BCD_in;
   output [15:0] BCD_to_adder;
   wire [3:0] s1,s2,s3,s4;
   wire c1,c2,c3;
   assign s1 = (BCD_in[3:0] == 0) ? 4'd9 : BCD_in[3:0] - 1;
   assign c1 = (BCD_in[3:0] == 0) ? 1'b1 : 1'b0;
   assign s2 = ((BCD_in[7:4] == 0) && (c1 == 1)) ? 4'd9 : BCD_in[7:4] - c1;
   assign c2 = ((BCD_in[7:4] == 0) && (c1 == 1)) ? 1'b1 : 1'b0;
   assign s3 = ((BCD_in[11:8] == 0) && (c2 == 1)) ? 4'd9 : BCD_in[11:8] - c2;
   assign c3 = ((BCD_in[11:8] == 0) && (c2 == 1)) ? 1'b1 : 1'b0;
   assign s4 = ((BCD_in[15:12] == 0) && (c3 == 1)) ? 4'd9 : BCD_in[15:12] - c3;
   assign BCD_to_adder = {s4,s3,s2,s1};
 endmodule
==> deck_impl_summary.md <==
Key Metrics from the Run

Run status
  • Outcome: finished clean

Route
  • Vias per inst: 5.450
  • Via count: 4442
  • First-pass DRT Iterations: 5
  • Drt wl/cell: 15.38 um
  • Detailed Route Iter0 Violations: 305
  • Ant diodes: 0
  • Total Routed Length: 12540 um
  • Routed Antenna Nets: 0
  • Residual DRC: 0

Timing
  • Final hold violations: 0
  • Setup TNS: 0 ns
  • Worst Hold Slack: 0.4708 ns
  • Clk_skew: 0.007097 ns
  • Post-route minimum period: 5.991 ns
  • Worst-Margin Slew: 0.7832 ns
  • Post-route clock period utilization: 0.6241
  • Worst slew margin: 0.4779
  • Max Freq: 0.1669 GHz
  • Max-slew violations: 0
  • RSZ-0062 raised after global routing: false
  • Final-report setup violation count: 0

Synthesis
  • Top cells, area: dfxtp_1 (12%), ha_1 (11%), edfxtp_1 (10%)
  • Yosys warning total: 1
  • Unique cell types: 84
  • Async SR Flop Fraction: 0
  • Synth Cell Area: 4800 um^2
  • Yosys reg bits: 44
  • Synth area leader: dfxtp_1
  • Post-synth seq share: 0.2169
  • Cell count after synthesis: 601
  • Yosys stat chip area: 4800 um^2
  • Post-synthesis area per instance: 7.986 um^2
  • Number of enable flip-flop cells: 16
  • Cell count in the Yosys report: 601
  • Max-area cell share: 0.1168
  • Post-synth top flop: dfxtp_1

Layout
  • Layout area overhead: 11.57%
  • Number of fill cells: 1588
  • Final instance area: 5355 um^2
  • Layout cell share with drive strength beyond 1: 0.07781
  • Seq. cell area: 1041 um^2
  • Multi-input gate area: 3487 um^2

Pwr
  • Final Power: 1.876 mW
  • Worst-case vdd ir drop: 0.0001094 V
  • Pwr Density: 350.4 nW/um^2
  • Leakage: 2.005 nW

Worst setup path
  • Worst Reg-to-Reg Cells: 20
  • Startpoint types: flip-flop
  • CP max FO: 13
  • Crit-path cells: o21ai_0, inv_1, ha_1, inv_1, ha_1, inv_2, a21o_1, a221o_1, ha_1, ha_1, and4_1, a211oi_1, ha_1, ha_1, nand2b_1, a31o_2, a31oi_1, o21ai_0, a31o_2, o311ai_1
  • Most common cell on crit path: ha_1
  • Critical path arrival: 6.09 ns
  • CP Capture Type: flip-flop
  • Slowest CP cell: edfxtp_1
  • Worst path depth: 20
  • WS Path Type: reg2reg
  • Crit-path max cell delay: 0.60 ns
  • WP buf/inv: 3
  • CP required: 9.70 ns
  • Critical path's top delay family: AND-OR/OR-AND gates

Global routing
  • GRT Total Usage: 0.1583
  • Largest net degree at the start of global routing: 26
  • Vias in the first global route: 4031
  • Antenna violations before repair: 0
  • Remaining Overflow, GRT: 0
  • First-pass GRT wire length: 20610 um

Floorplan
  • Die area: 16510 um^2
  • Initial core utilization: 0.3111
  • Die height: 128.5 um
  • Chip Width: 128.5 um
  • Num rows: 45
  • Core area: 15430 um^2
  • # IOs: 23

Place
  • DPL Wire Length: 9542 um
  • Post-DP Area: 5185 um^2
  • GPL Wtd Cong: 0.9229
  • # port buffers: 22

Clocking
  • Setup Fix Bufs, Post-CTS: 0
  • H-tree depth: 2
  • Max clock buf depth: 2
  • Post-CTS Hold Buffers: 0
  • Clock Latency Late Sink: 0.29 ns
  • CTS tree: built
  • Sink Count: 44
  • Root Buffer: clkbuf_16
  • Clock Pin Slew Worst Setup and Hold Paths: 0.07 ns
  • Post_cts resized: 0
  • Number of buffers created by CTS: 5

Flow run
  • Tool warnings: 39
  • Max capacitance violation total: 0

Hold path
  • Hold-critical path depth: 1
  • Hold Path Class: reg2reg
-- sequential cells by signal, indices dropped and copies added, names as in the netlist --
name,flops
counter,28
BCD_out,16
-- power by group --
group	switching (mW)	internal [mW]	total, mW
Combinational	0.744	0.592	1.34
Clock	0.0768	0.124	0.201
Sequential	0.0929	0.247	0.340
-- cells in the mapped netlist, types with 7 or more instances --
| cell type | n |
|---|---|
| nand4_1 | 11 |
| dfxtp_1 | 28 |
| clkbuf_1 | 16 |
| and3_1 | 15 |
| nand2b_1 | 16 |
| nand2_1 | 46 |
| xor2_1 | 14 |
| xnor2_1 | 40 |
| nor2b_1 | 9 |
| nor3_1 | 12 |
| buf_2 | 12 |
| nor4_1 | 9 |
| o21ai_0 | 33 |
| inv_1 | 35 |
| ha_1 | 44 |
| o22ai_1 | 7 |
| a31oi_1 | 10 |
| nand3_1 | 31 |
| a21oi_1 | 29 |
| edfxtp_1 | 16 |
| nor2_1 | 40 |
-- path summary, 6_finish.rpt --
| check | from | end | slack [ns] |
|---|---|---|---|
| setup / recovery | BCD_out[3]$_DFFE_PP_ | BCD_out[9]$_DFFE_PP_ | 3.61 |
| hold / removal | counter[27]$_SDFF_PN0_ | counter[27]$_SDFF_PN0_ | 0.47 |
| setup reg to reg | BCD_out[3]$_DFFE_PP_ | BCD_out[9]$_DFFE_PP_ | 3.61 |
| hold reg to reg | counter[27]$_SDFF_PN0_ | counter[27]$_SDFF_PN0_ | 0.47 |
-- through the flow --
stage / worst slack, ns / instances / utilization
3_5_place_dp: 3.709 / 807 / 0.3361
5_1_grt: 3.209 / 815 / 0.3471
4_1_cts: 3.686 / 815 / 0.3471
6_report: 3.609 / 815 / 0.3471
3_3_place_gp: 3.761 / 807 / 0.3361
2_1_floorplan: 4.427 / 601 / -
-- cells in the final DEF (no fill, tap or decap), types with 4 or more instances in the layout --
| master | instances |
|---|---|
| dfxtp_1 | 28 |
| a21oi_1 | 29 |
| nor3b_1 | 5 |
| nor4_1 | 8 |
| o21ai_0 | 33 |
| or2_2 | 5 |
| o32a_1 | 4 |
| and3_1 | 15 |
| nor2_1 | 40 |
| buf_4 | 4 |
| ha_1 | 44 |
| nand2b_1 | 16 |
| and2_1 | 4 |
| clkbuf_16 | 5 |
| nor2b_1 | 9 |
| xnor2_1 | 40 |
| nor3_1 | 12 |
| o22ai_1 | 7 |
| nand2_1 | 46 |
| a22oi_1 | 4 |
| a31oi_1 | 10 |
| nand4_1 | 11 |
| nand3_1 | 31 |
| nand3b_1 | 5 |
| xor2_1 | 14 |
| o211ai_1 | 6 |
| a32oi_1 | 5 |
| o21a_1 | 5 |
| edfxtp_1 | 16 |
| clkdlybuf4s50_1 | 22 |
| inv_1 | 35 |
-- metal layers --
| layer | wire [um] | vias to the layer above | global-route usage | share of wire |
|---|---|---|---|---|
| li1 | - | 2220 | - | - |
| met1 | 5950 | 2094 | 0.2370 | 0.47 |
| met2 | 5744 | 115 | 0.2541 | 0.46 |
| met3 | 738 | 13 | 0.02202 | 0.059 |
| met4 | 103 | 0 | 0.01453 | 0.0082 |
| met5 | 0 | - | 0 | 0 |
-- cell type report --
type / instances / share of cell area
Clock buffer: 5 / 0.02336
Multi-Input combinational cell: 488 / 0.6512
Timing Repair Buffer: 26 / 0.04673
Tap cell: 211 / 0.04930
Inverter: 38 / 0.02664
Sequential cell: 44 / 0.1944
Clock inverter: 3 / 0.008411
-- logic make-up after synthesis --
kind of cell               share of synthesized area
muxes                                        0.01329
buffers and inverters                        0.05788
AOI/OAI and AO/OA                             0.2211
DFF                                           0.2169
xor gates and xnor gates                      0.1100
and+or+nand+nor                               0.2662
adders and majority gates                     0.1147
Power is estimated from default activity; no workload was simulated.
